===== design.v =====
module denormalize_23 (input [22:0] A,  input [7:0] shift, output logic [22:0] out); 
  assign out = A >> shift;
endmodule
module float_cmp( input clk,
			 input reset,
			 input execute,
			 input [31:0] A,
			 input [31:0] B,
			 output logic [1:0] out,
			 output logic ready); 
	 logic [22:0] shift_out_A, shift_out_B;
	 logic A_sign, B_sign, greater, active;  
	 logic [22:0] A_frac, B_frac, frac_diff;
	 logic [7:0] A_exp, B_exp, exp_diff;
	 logic [3:0] status;
    denormalize_23 shift_A (.A(A_frac), .shift(exp_diff), .out(shift_out_A));
    denormalize_23 shift_B (.A(B_frac), .shift(exp_diff), .out(shift_out_B));
	 assign ready = active;
	 always_ff @ (posedge clk) begin
	     if (reset) begin
			   A_sign <= 1'b0;
				B_sign <= 1'b0;
				A_frac <= 23'b0;
				B_frac <= 23'b0;
				A_exp <= 8'b0;
				B_exp <= 8'b0;
				greater <= 1'b0;
				exp_diff <= 8'b0;
		      status <= 3'b000;
				frac_diff <= 23'b0;
				active <= 1'b0;
		  end
		  else begin
			  if (execute) begin
					A_sign <= A[31];
					B_sign <= B[31];
					A_frac <= A[22:0];
					B_frac <= B[22:0];
					A_exp <= A[30:23] - 8'b01111111;
					B_exp <= B[30:23] - 8'b01111111;
					greater <= 1'b0;
					exp_diff <= 8'b0;
					status <= 3'b000;
					frac_diff <= 23'b0;
					active <= 1'b1;
			  end
			  else if (active) begin
			     if (status == 3'b000) begin
						exp_diff <= A_exp - B_exp;
						status <= 3'b001;
				  end
				  else if (status == 3'b001) begin
						if (exp_diff[7] == 1'b1) begin  
							 exp_diff <= ~exp_diff + 8'b1;
							 greater <= 1'b1;
						end
						else greater <= 1'b0;
						status <= 3'b010;
				  end
				  else if (status == 3'b010) begin  
						status <= 3'b011;
				  end
				  else if (status == 3'b011) begin  
				      if (greater == 1'b1)
						    frac_diff <= A_frac - shift_out_B;
						else
						    frac_diff <= shift_out_A - B_frac;
						active <= 1'b0;
				  end
			end
         else begin  
				 if (A_sign == 1'b0 && B_sign == 1'b0) begin  
                 if (frac_diff == 23'b0) out <= 2'b00;
					  else if (frac_diff[22] == 1'b1) out <= 2'b11;
					  else out <= 2'b01;
				 end
				 else if (A_sign == 1'b0 && B_sign == 1'b1) out <= 2'b01;  
				 else if (A_sign == 1'b1 && B_sign == 1'b0) out <= 2'b11;  
				 else begin  
                 if (frac_diff == 23'b0) out <= 2'b00;
					  else if (frac_diff[22] == 1'b1) out <= 2'b01;
					  else out <= 2'b11;
			    end
		   end
      end
    end
endmodule

===== run.sh =====
#!/bin/bash
# OpenROAD 26Q1-2900-gdf79404cd8, Yosys 0.63+post, stock flow scripts
make -C /OpenROAD-flow-scripts/flow DESIGN_CONFIG=/design/flow/config.mk WORK_HOME=/design/flow/orfs finish

===== config.mk =====
export PLATFORM = sky130hd
export DESIGN_NAME = float_cmp
export DESIGN_NICKNAME = float_cmp
export VERILOG_FILES = /design/flow/design.v
export SDC_FILE = /design/flow/constraint.sdc
export NUM_CORES = 4
export LEC_CHECK = 1
export CORE_UTILIZATION = 40

===== constraint.sdc =====
current_design float_cmp

set clk_period 9.3
set clk_io_pct 0.2

create_clock -name clk0 -period $clk_period [get_ports {clk}]

set non_clock_inputs [all_inputs -no_clocks]
set_input_delay [expr $clk_period * $clk_io_pct] -clock clk0 $non_clock_inputs
set_output_delay [expr $clk_period * $clk_io_pct] -clock clk0 [all_outputs]

==> results.ini <==
[global_route]
grt_pass1_vias = 6515
grt_max_degree = 68
grt_pass1_wl_mm = 34.1
antenna_found_initial = 0
grt.total_usage_pct = 21.5
grt_remaining_overflow = 0

[clock_network]
htree_levels = 3
clk_latency_ps = 360
cts_resized = 0
holdBufCountCts = 0
cts_tree = yes
numCtsBuffers = 9
clk_pin_slew_worst_paths_ps = 80
cts_setup_buffers = 0
root_buffer = clkbuf_16
cts_sinks = 103
cts_max_path_buffers = 2

[critical_path]
crit_type = reg2reg
crit_required_ps = 9580
critPathSlowestCell = clkinv_1
r2r_cells = 18
slowest_delay_ps = 760
r2r_start = exp_diff[1]
cp-start-kind = register
worst-path-max-fanout = 27
worstPathArrival_ps = 5540
critPathCaptureType = register
rrSetupSlack_ps = 4030
path_cells = clkinv_1 -> and3_1 -> a31oi_1 -> mux2i_1 -> a21oi_1 -> o22a_1 -> or2_1 -> ha_1 -> inv_1 -> fa_1 -> a211oi_2 -> o21bai_1 -> a211o_1 -> a31o_1 -> a311oi_2 -> xnor2_1 -> nor3_1 -> a211oi_1
r2r-end = frac_diff[22]

[synth]
syn_area_per_cell_um2 = 8.03
ys_sh_adder_pct = 9.02
ys_cells = 1016
edf_count = 2
synth_top_area_share_pct = 24.8
synth_area_um2 = 8160
most_common_cell = nor2_1
xor_share_pct = 5.91
synth-seq-cells = 103
yosysUniqueCellTypes = 72
yosys_warnings = 1
ys_chip_area_um2 = 8160
synthTopCellsByCount = 142 x nor2_1, 101 x dfxtp_1, 73 x mux2i_1, 69 x nand2_1, 60 x a21oi_1
synth_cells = 1016
ys_seq_share_pct = 25.5
ys_async_sr_fraction_pct = 0
yosysTopAreaCell = dfxtp_1
topCellsByArea = dfxtp_1 25%, mux2i_1 9.0%, ha_1 8.3%, nor2_1 6.5%, mux4_2 5.0%
synthTopLogicFamily = AND-OR/OR-AND gates
synth-simple-area-share_pct = 18.4
ys_sh_aoi_pct = 20.9
ys_sh_mux_pct = 14.5
ff_type = dfxtp_1

[power_and_ir_drop]
peakVddDrop_v = 0.000125
combPwrFrac_pct = 41.2
switching_share_pct = 36.8
seqPwrFrac_pct = 33.2
p_int_uw = 931
power_leakage_uw = 0.00387
power_uw = 1470
p_sw_uw = 541
pwr-share-clk_pct = 25.7
power_density_nw_per_um2 = 158

[detailed_routing]
ant_nets = 0
drtIter0Drc = 447
insertedDiodeCount = 0
num_vias = 7079
viasPerCell = 5.37
drt-pass1-iter-count = 5
drc = 0
wl_mm = 21.0
post_drt_wl_per_cell_um = 16.0

[final_timing]
maxSlewHeadroom_pct = 53.6
finalSetupTns_ps = 0
grt_setup_unrepaired = no
worstMarginPinSlew_ps = 692
drv_slew = 0
finalCriticalPeriod_ps = 5270
fmax_ghz = 0.190
post-route-period-util_pct = 56.6
fin_worst_skew_ps = 9.73
setup-violations-final = 0
hold_viol = 0

[final_layout]
fill_cells = 1997
seq_area_um2 = 2080
areaGrowthSynthToFinish_pct = 14.0
comb_area_um2 = 5610
drive_gt1_share_pct = 7.12

[placement]
globalplace.congestion = 0.978
io_buffers = 69
dpl.hpwl_mm = 16.5

[worst_hold_path]
holdPathStages = 2
hp-class = reg2reg
worstHoldEndpoint = frac_diff[2]
worstHoldStart = frac_diff[2]

[job]
drv_cap = 0
tool_warnings = 25

[outcome]
status = complete, no violations

[die]
chipWidth_um = 145
std_cell_rows = 51
num_io_pins = 70
die_h_um = 145
die_area_um2 = 21000
core_um2 = 19700
initCoreUtil_pct = 41.4

## per-stage QoR
stage               util [%]  hold slack [ps]  worst slack (ps)  instance area (um2)  instances
finish                  47.1              458              4030                 9300       1319
global route            47.1              484              3670                 9300       1319
CTS                     47.1              460              4080                 9300       1319
detailed placement      45.7              449              4140                 9010       1303
global placement        45.7              443              4210                 9010       1303
floorplan                  -              429              5200                 8160       1016
## power by group through the flow
stage	logic, uW	registers, uW	clock network [uW]
CTS	604	488	390
global route	674	491	410
finish	606	488	378
## how the worst max path moves through the flow
stage	from	to	slack [ps]	cells past startpoint
4_1_cts	exp_diff[1]	frac_diff[22]	4080	18
5_1_grt	exp_diff[1]	frac_diff[22]	3670	18
6_report	exp_diff[1]	frac_diff[22]	4030	18
## layer usage
| metal | part of all wire [%] | global-route usage, % | vias to the layer above |
|---|---|---|---|
| li1 | - | - | 3699 |
| met4 | 1.1 | 2.11 | 0 |
| met5 | 0 | 0 | - |
| met3 | 5.8 | 3.65 | 15 |
| met1 | 52 | 35.4 | 3197 |
| met2 | 41 | 30.8 | 168 |
## flip-flops by register name, indices dropped and copies added, names as in the netlist
signal	cells
A_exp	8
A_frac	23
A_sign	1
B_exp	8
B_frac	23
B_sign	1
active	1
exp_diff	8
frac_diff	23
greater	1
out	2
status	4
## cell type report
type / count / area share [%]
inverters: 61 / 2.46
multi-input cells: 795 / 60.3
well taps: 265 / 3.57
repair buffers: 79 / 8.16
clock buffers: 9 / 2.42
flip-flops and latches: 103 / 22.4
clock inverters: 7 / 0.673
## worst max-delay path, delay by kind of cell, from the launching register on
family / cells / cell delay, ps
AOI/OAI and AO/OA: 9 / 2170
muxes: 1 / 170
and+or+nand+nor: 3 / 530
xor gates and xnor gates: 1 / 150
DFF: 1 / 720
buffers and inverters: 2 / 830
adders and majority gates: 2 / 620
## cells in the final DEF (no fill, tap or decap), types with 30 or more instances in the layout
cell,count
nor2_1,141
dfxtp_1,100
mux2i_1,73
nand2_1,69
clkdlybuf4s50_1,67
a21oi_1,60
inv_1,56
o21ai_0,55
ha_1,54
xnor2_1,36
a211oi_1,30
## logic make-up (layout without fill, tap and decap cells)
kind of cell / Yosys count / after routing
AOI/OAI and AO/OA: 258 / 258
xor gates and xnor gates: 55 / 55
adders and majority gates: 57 / 57
buffers and inverters: 118 / 156
DFF: 103 / 103
muxes: 95 / 95
and+or+nand+nor: 330 / 330
No activity file was given, so power comes from the tool's default toggle rates.
