File: /design/flow/config.mk
export PLATFORM = sky130hd
export DESIGN_NAME = float_round
export DESIGN_NICKNAME = float_round
export VERILOG_FILES = /design/flow/design.v
export SDC_FILE = /design/flow/constraint.sdc
export NUM_CORES = 4
export LEC_CHECK = 1
export CORE_UTILIZATION = 50
File: /design/flow/constraint.sdc
current_design float_round

set clk_period 9.8
set clk_io_pct 0.2

create_clock -name clk0 -period $clk_period [get_ports {clk}]

set non_clock_inputs [all_inputs -no_clocks]
set_input_delay [expr $clk_period * $clk_io_pct] -clock clk0 $non_clock_inputs
set_output_delay [expr $clk_period * $clk_io_pct] -clock clk0 [all_outputs]
File: /design/flow/design.v
module left_shift (input [54:0] A,  input [7:0] shift, output logic [54:0] out); 
  assign out = A << shift;
endmodule
module float_round( input clk,
			 input reset,
			 input execute,
			 input [31:0] in,
			 output logic [31:0] out,
			 output logic ready);
    logic [54:0] result, shift_out;
	 logic [7:0] exp_diff;
	 logic sign, active, exception;
	 assign ready = active;
	 left_shift shift_55(.A(result), .shift(exp_diff), .out(shift_out));
    always_ff @ (posedge clk) begin
	     if (reset) begin
			   sign <= 1'b0;
				exp_diff <= 8'b0;
				active <= 1'b0;
				exception <= 1'b0;
				result <= 54'b0;
		  end
		  else begin
		      if (execute) begin
				    sign <= in[31];
					 exp_diff <= in[30:23] - 8'b01111111;
					 result <= {31'b0, 1'b1, in[22:0]};
				    active <= 1'b1;
					 exception <= 1'b0;
				end
				else if (active) begin
					 if (exp_diff[7] == 1'b0 && exp_diff > 8'b00011110) begin  
						  if (sign ==1'b0) out <= 32'b01111111111111111111111111111111;
						  else out <= 32'b10000000000000000000000000000000;
						  exception <= 1'b1;
					 end
					 else if (exp_diff == 8'b11111111) begin  
						  if (sign == 1'b0) out <= 32'b00000000000000000000000000000001;
						  else out <= 32'b11111111111111111111111111111111;
						  exception <= 1'b1;
					 end
					 else if (exp_diff[7] == 1'b1) begin  
						  out <= 32'b00000000000000000000000000000000;
						  exception <= 1'b1;
					 end
					 else begin
					     exception <= 1'b0;
					 end
					 active <= 1'b0;
				end
				else begin
				    if (exception == 1'b1) out <= out;
					 else begin
					     if (result[22] == 1'b0) begin  
						      if (sign == 1'b0) out <= shift_out[54:23];
								else out <= ~shift_out[54:23] + 32'b1;
						  end
						  else begin
						      if (sign == 1'b0) out <= shift_out[54:23] + 32'b1;
								else out <= ~shift_out[54:23];
						  end
					 end
				end
		  end
    end
endmodule
File: /design/flow/run.sh
#!/bin/bash
# OpenROAD 26Q1-2900-gdf79404cd8, Yosys 0.63+post, stock flow scripts
make -C /OpenROAD-flow-scripts/flow DESIGN_CONFIG=/design/flow/config.mk WORK_HOME=/design/flow/orfs finish
==> run summary <==
Startpoint Class -> flop
Layout cells sized above 1 -> 10.72%
Lkg Pwr -> 2.659 nW
Wl on met1 -> 9907 microns
Max layer used -> met4
CTS Root Cell -> clkbuf_16
# IOs -> 68
CTS tree -> yes
Hold path startpoint -> result[10]
P&R area growth vs syn -> 16.12%
# Cells Yosys -> 820
Worst-skew pair later-pin latency -> 350 ps
Die Wd -> 118.0 microns
Post-CTS resize count -> 0
Clock Tree Buf Depth -> 2
Worst r2r src -> exp_diff[7]
Final period util -> 47.94%
Clock Sinks -> 67
Ys flops -> 67
# H-tree levels -> 3
PnR Total Power -> 1.051 mW
N_diodes -> 0
Initial antenna violation count -> 0
Hold bufs inserted after CTS -> 0
# DRC -> 0
Layout fillers -> 1,071
Post-Synthesis Cells -> 820
Worst Hold Class -> flop to flop
R2R depth -> 9
Finish-stage setup viols -> 0
Synth Seq Share -> 24.72%
Vias in the first global route -> 6,769
Reg2reg end -> out[14]
Syn avg cell area -> 8.198 sq um
Worst vdd ir -> 0.09438 mV
Core Area -> 12,880 sq um
Yosys warns -> 1
Final Max Tran Viols -> 0
First-pass GRT wire length -> 38,810 microns
GRT overflow -> 0
Max Clock Skew -> 5.221 ps
Power per cell area -> 134.7 nW/um^2
Core Density at Floorplan -> 52.21%
DRT antenna net count -> 0
Crit. End Element -> flop
Arr. time, crit path -> 4800 ps
Number of buffers created by CTS -> 9
WHS Path Cells -> 2
Max cap viols -> 0
Wire length per cell -> 24.60 microns
DRT Pass-1 Iters -> 6
Main flop type -> dfxtp_1
Met2 wire len -> 11,180 microns
HPWL after detailed placement -> 18,830 microns
Setup crit start -> exp_diff[7]
Mapped cell area -> 6723 sq um
Crit path DRT -> 9900 ps
Iteration-0 DRC Markers -> 933
Worst Path Max Fanout -> 21
Worst slack at placement -> 5241 ps
RSZ-0062 raised after global routing -> false
Status -> complete, no violations
Rows -> 41
Chip Area, Yosys -> 6723 sq um
IO Port Bufs -> 67
Die Y -> 118.0 microns
Hold Path End -> result[10]
Worst-path clk slew -> 60 ps
Routed wl met3 -> 2213 microns
Register area -> 1663 sq um
Post-synth EDFFs -> 32
Tot GR Track Use -> 37.31%
DIE AREA -> 13,910 sq um
Largest net degree at the start of global routing -> 49
Final Hold Viols -> 0
Post-Layout Cell Count -> 1,030
Setup Fix Bufs, Post-CTS -> 0
Tool warnings -> 27
DRT Wirelength -> 25,340 microns
Worst slew margin -> 32.38%
GP Congestion -> 1.113
Worst Tran Pin Value -> 1012 ps
Min cycle time layout -> 4698 ps
Netlist cell types -> 92
Total number of vias -> 7,425
Placed cell count -> 1,014
Post-DR vias/cell -> 7.209
Setup Crit Path Kind -> flop to flop
Async SR Flop Fraction -> 0%
Logic area -> 4720 sq um
Final hold slack -> 522.3 ps
Final worst slack -> 5102 ps
Flop-to-flop setup slack -> 5100 ps
Fin Setup TNS -> 0 ps
Fmax -> 0.2129 GHz
-- sequential cells by signal, summed over array words and instances (netlist names) --
name	cells
exp_diff	8
sign	1
exception	1
active	1
out	32
result	24
-- per-layer routing --
metal,GRT usage [%],vias to the layer above
li1,-,3302
met2,56.07,539
met5,0,-
met4,22.76,0
met1,51.14,3434
met3,6.621,150
-- through the flow --
| stage | utilization, % | instance area, sq um |
|---|---|---|
| after detailed placement | 58.16 | 7488 |
| after global placement | 58.16 | 7488 |
| after CTS | 60.63 | 7806 |
| after global routing | 60.63 | 7806 |
| after floorplan | - | 6723 |
| final | 60.63 | 7806 |
-- cell families (layout without fill, tap and decap cells) --
kind of cell / after synthesis / count (layout) / synth area share (%)
AND/OR/NAND/NOR: 309 / 309 / 24.14
AND-OR/OR-AND: 263 / 263 / 29.67
buffers and inverters: 83 / 121 / 5.249
multiplexers: 72 / 72 / 12.66
flip-flops: 67 / 67 / 24.72
XOR/XNOR: 22 / 22 / 2.866
adder cells (fa/ha/maj): 4 / 4 / 0.7073
-- cells in the final DEF (no fill, tap or decap), types with 23 or more instances in the layout --
cell,instances
clkdlybuf4s50_1,66
nand2_1,49
nand3_1,31
a21oi_1,25
o21ai_0,37
nor3_1,38
nor2_1,87
dfxtp_1,34
mux2i_1,44
edfxtp_1,32
o22ai_1,23
-- how the worst max path moves through the flow --
stage         slack, ps      end  cells past startpoint
CTS                5220  out[14]                      9
finish             5100  out[14]                      9
global route       4910  out[14]                      9
-- cell usage after synthesis, types with 14 or more instances --
library cell,instances,area share [%]
o22ai_1,23,2.1
dfxtp_1,35,10
edfxtp_1,32,14
a21oi_1,26,1.9
nand2_1,49,2.7
o221ai_1,14,1.8
o21ai_0,37,2.8
mux2_2,17,2.8
nor3_1,38,2.8
inv_1,16,0.89
a22oi_1,15,1.7
nand3_1,31,2.3
nor2_1,87,4.9
clkbuf_1,46,2.6
mux2i_1,44,6.6
-- power by group --
| group | internal [mW] | total (mW) | switching [mW] |
|---|---|---|---|
| clock | 0.221 | 0.350 | 0.128 |
| combinational | 0.139 | 0.374 | 0.235 |
| sequential | 0.316 | 0.328 | 0.0117 |
-- layout make-up --
type / instances / area share (%)
Multi-Input combinational cell: 670 / 60.46
Clock buffer: 9 / 2.885
Timing Repair Buffer: 89 / 10.64
Inverter: 16 / 0.7694
Sequential cell: 67 / 21.30
Tap cell: 172 / 2.757
Clock inverter: 7 / 1.186
-- worst max-delay path, cell delays in order (launching register included) --
cell and delay (ps):
dfxtp_1 520, nor3b_1 870, a22oi_1 430, o31a_1 350, a2111oi_2 910, nand2_1 250
nor3_2 330, a41oi_1 260, a2111o_1 400, o211a_1 130
Power and IR drop assume default switching activity.
